$ cat /design/flow/run.sh
#!/bin/bash
# OpenROAD 26Q1-2900-gdf79404cd8, Yosys 0.63+post, stock flow scripts
make -C /OpenROAD-flow-scripts/flow DESIGN_CONFIG=/design/flow/config.mk WORK_HOME=/design/flow/orfs finish
$ cat /design/flow/config.mk
export PLATFORM = sky130hd
export DESIGN_NAME = uart_top
export DESIGN_NICKNAME = uart_top
export VERILOG_FILES = /design/flow/design.v
export SDC_FILE = /design/flow/constraint.sdc
export NUM_CORES = 4
export LEC_CHECK = 1
export CORE_UTILIZATION = 40
$ cat /design/flow/constraint.sdc
current_design uart_top

set clk_period 3.1
set clk_io_pct 0.2

create_clock -name clk0 -period $clk_period [get_ports {rx_clk}]
create_clock -name clk1 -period $clk_period [get_ports {tx_clk}]

set non_clock_inputs [all_inputs -no_clocks]
set_input_delay [expr $clk_period * $clk_io_pct] -clock clk0 $non_clock_inputs
set_output_delay [expr $clk_period * $clk_io_pct] -clock clk0 [all_outputs]
$ cat /design/flow/design.v
module uart_rx #(parameter NUM_CLKS_PER_BIT=16)
(input logic clk, rstn,  
 input logic rx,  
 output logic done,  
 output logic [7:0] dout  
);
logic [$clog2(NUM_CLKS_PER_BIT)-1:0] count;
enum logic[3:0]{
  RX_IDLE       = 4'b0000,
  RX_START_BIT  = 4'b0001,
  RX_DATA_BIT0  = 4'b0010,
  RX_DATA_BIT1  = 4'b0011,
  RX_DATA_BIT2  = 4'b0100,
  RX_DATA_BIT3  = 4'b0101,
  RX_DATA_BIT4  = 4'b0110,
  RX_DATA_BIT5  = 4'b0111,
  RX_DATA_BIT6  = 4'b1000,
  RX_DATA_BIT7  = 4'b1001,
  RX_STOP_BIT   = 4'b1010} state;
always_ff@(posedge clk) begin
  if(!rstn) begin
    done <= 0;
    count <= 0;
    dout <= 0;
    state <= RX_IDLE;
  end
  else begin
    case(state)
      RX_IDLE: begin
        done <= 0;
        count <= 0;
        dout <= dout;
        if(rx == 0) state <= RX_START_BIT;
        else state <= RX_IDLE;
      end
      RX_START_BIT: begin
        if(rx == 0 && count == ((NUM_CLKS_PER_BIT-1)/2)) begin
            done <= 0;
            state <= RX_DATA_BIT0;
            count <= 0;
            dout <= {rx, dout[7:1]};
        end else begin
            count <= count + 1;
        end
      end
      RX_DATA_BIT0: begin
        if(count == NUM_CLKS_PER_BIT-1) begin
          done <= 0;
          state <= RX_DATA_BIT1;
          count <= 0;
          dout <= {rx, dout[7:1]};
        end else begin
          count <= count + 1;
        end
      end
      RX_DATA_BIT1: begin
        if(count == NUM_CLKS_PER_BIT-1) begin
          done <= 0;
          state <= RX_DATA_BIT2;
          count <= 0;
          dout <= {rx, dout[7:1]};
        end else begin
          count <= count + 1;
        end
      end
      RX_DATA_BIT2: begin
        if(count == NUM_CLKS_PER_BIT-1) begin
          done <= 0;
          state <= RX_DATA_BIT3;
          count <= 0;
          dout <= {rx, dout[7:1]};
        end else begin
          count <= count + 1;
        end
      end
      RX_DATA_BIT3: begin
        if(count == NUM_CLKS_PER_BIT-1) begin
          done <= 0;
          state <= RX_DATA_BIT4;
          count <= 0;
          dout <= {rx, dout[7:1]};
        end else begin
          count <= count + 1;
        end
      end
      RX_DATA_BIT4: begin
        if(count == NUM_CLKS_PER_BIT-1) begin
          done <= 0;
          state <= RX_DATA_BIT5;
          count <= 0;
          dout <= {rx, dout[7:1]};
        end else begin
          count <= count + 1;
        end
      end
      RX_DATA_BIT5: begin
        if(count == NUM_CLKS_PER_BIT-1) begin
          done <= 0;
          state <= RX_DATA_BIT6;
          count <= 0;
          dout <= {rx, dout[7:1]};
        end else begin
          count <= count + 1;
        end
      end
      RX_DATA_BIT6: begin
        if(count == NUM_CLKS_PER_BIT-1) begin
          done <= 0;
          state <= RX_DATA_BIT7;
          count <= 0;
          dout <= {rx, dout[7:1]};
        end else begin
          count <= count + 1;
        end
      end
      RX_DATA_BIT7: begin
        if(count == NUM_CLKS_PER_BIT-1) begin
          done <= 0;
          state <= RX_STOP_BIT;
          count <= 0;
          dout <= {rx, dout[7:1]};
        end else begin
          count <= count + 1;
        end
      end
      RX_STOP_BIT: begin
        done <= 1;
        state <= RX_IDLE;
        count <= 0;
      end
    endcase
  end
end
endmodule: uart_rx
module uart_top #(parameter NUM_CLKS_PER_BIT=16)
(input             tx_clk, tx_rstn, rx_clk, rx_rstn,  
 input [7:0]       tx_din,
 input             tx_start,
 output logic      tx_done, rx_done,
 output logic[7:0] rx_dout);
wire serial_data_bit;
uart_tx #(.NUM_CLKS_PER_BIT(NUM_CLKS_PER_BIT)) uart_tx_instance (
  .clk(tx_clk),
  .rstn(tx_rstn),
  .din(tx_din),
  .start(tx_start),
  .done(tx_done),
  .tx(serial_data_bit)
);
uart_rx #(.NUM_CLKS_PER_BIT(NUM_CLKS_PER_BIT)) uart_rx_instasnce (
  .clk(rx_clk),
  .rstn(rx_rstn),
  .rx(serial_data_bit),
  .done(rx_done),
  .dout(rx_dout)
);
endmodule: uart_top
module uart_tx #(parameter NUM_CLKS_PER_BIT=16)
(input logic clk, rstn,  
 input logic[7:0] din,  
 input logic start,  
 output logic done, 
 output logic tx  
);
logic [$clog2(NUM_CLKS_PER_BIT)-1:0] count;
enum logic[2:0]{
  TX_IDLE       = 3'b000,
  TX_START_BIT  = 3'b001,
  TX_DATA_BIT   = 3'b010,
  TX_STOP_BIT   = 3'b011,
  TX_CLEANUP    = 3'b100} state;
logic [2:0] bit_index;
always_ff@(posedge clk) begin
	if(!rstn) begin
		count <= 0;
		state <= TX_IDLE;
		bit_index <= 0;
		tx <= 0;
		done <= 0;
	end
 	else begin
		case(state)
			TX_IDLE: begin
				count <= 0;						
				tx <= 1;  
				done <= 0;
				bit_index <= 0;  
				if(rstn==1 && start == 1) state <= TX_START_BIT;
				else state<= TX_IDLE;
			end
			TX_START_BIT: begin	
				tx<=0;    
				done <= 0;
				bit_index <= 0;  
				if(count == (NUM_CLKS_PER_BIT-1)) begin
					state <= TX_DATA_BIT;
					count <= 0;
				end else begin
					state <= TX_START_BIT;
					count <= count + 1;
				end
			end
			TX_DATA_BIT: begin
				tx <= din[bit_index];
				done <= 0;
				if(count == (NUM_CLKS_PER_BIT-1)) begin
					count <= 0;
					if(bit_index == 7) begin
						bit_index <= 0;
						state <= TX_STOP_BIT;
					end
					else begin
						bit_index <= bit_index + 1;
						state <= TX_DATA_BIT;
					end
				end
				else begin 
					state <= TX_DATA_BIT; 
					count <= count + 1;
				end
			end
			TX_STOP_BIT: begin
				tx <= 1;
				bit_index <= 0;
				if(count == (NUM_CLKS_PER_BIT-1)) begin
					state <= TX_CLEANUP;
					count <= 0;
					done <= 1;  
				end else begin
					state <= TX_STOP_BIT;
					count <= count + 1;
				end
			end
			TX_CLEANUP: begin
				done <= 1;  
				state <= TX_IDLE;		            
			end
			default: begin
				done <= 0;
				state <= TX_IDLE;
				tx <= 0;  		  
			end
		endcase
	end	
end
endmodule: uart_tx
==> flow_summary.toml <==
# implementation run metrics
[run_status]
run_status = "finished, final reports clean"

[layout]
final_cell_mix = "sky130_fd_sc_hd__dfxtp_1 (38), sky130_fd_sc_hd__nand2_1 (28), sky130_fd_sc_hd__clkdlybuf4s50_1 (21)"
count_of_non_filler_cells_in_the_finished_layout = 250
fill_cells = 353
layout_top_cell = "sky130_fd_sc_hd__dfxtp_1"
layout.area.seq_um2 = 760.7
layout-area-overhead-vs-synth_pct = 22.35
finish.utilization_pct = 51.68
post_route_cells_drive_above_1_share_pct = 10.00
finish.instance_area_mm2 = 0.002082
mi_logic_area_um2 = 907.1

[place]
numPortBuffers = 21
postPlaceCellArea_mm2 = 0.001956
numPlacedInstances = 242
post-dp-hpwl_um = 2245
place.gp.congestion = 0.7975

[grt]
antenna_violations_before_repair = 0
global_route_wire_length_before_repair_um = 5471
grt-ovfl-total = 0
first_global_vias = 1254
grt_start_max_net_pins = 25
grt_util_all_layers_pct = 15.79

[final_timing]
skew_ps = 9.170
finalMaxSlewViolations = 0
grt_setup_unrepaired = "false"
timing.max_slew.rel_slack_pct = 49.42
setup_viol_count_final = 0
timing_worst_slew_pin_value_ps = 751.8
final_hold_violation_tally = 0
tns_ps = 0
holdWs_ps = 464.4

[power]
power_per_cell_area_mw_per_mm2 = 484.8
vdd_drop_max_mv = 0.2513
p_leak_nw = 0.7476

[critical_path]
reg2reg_start = "uart_rx_instasnce.count[0]"
critical_path_peak_fanout = 8
timing.critical_path.arrival_ps = 2170
worstPathRequired_ps = 3290
critical_path_class = "register to register"
crit_path_start_kind = "register"
endpoint = "uart_rx_instasnce.dout[2]"
worst_r2r_endpoint = "uart_rx_instasnce.dout[2]"
timing.reg2reg.worst_path_depth = 5
crit_start = "uart_rx_instasnce.count[0]"
timing.critical_path.to_type = "register"
worst-r2r-setup-slack_ps = 1120

[drt]
totalWireLength_um = 3085
vias_post_dr = 1324
drc = 0
drt_pass1_iterations = 4
drt.antenna.violating_nets = 0
drt_iter0_drc = 42
wl_per_cell_um = 12.34
antenna_cells = 0
vias_per_cell = 5.296

[min_path]
min_delay_startpoint = "uart_rx_instasnce.dout[0]"
worstHoldPathType = "register to register"

[yosys]
enable_flop_cells = 0
synth_flops = 38
post_synth_num_cell_types = 39
synth.avg_cell_area_um2 = 9.614
ys_cells = 177
yosysChipArea_mm2 = 0.001702
dominantRegCellSynth = "sky130_fd_sc_hd__dfxtp_1"
post_synth_inst_count = 177
yosys_warnings = 2
seq_area_frac_synth_pct = 44.71
synthArstFlopShare_pct = 0
netlist_area_mm2 = 0.001702

[job]
warnings = 26
max_cap_viol_count = 0

[die]
floorplan.core_util_pct = 42.24
floorplan.io_pins = 23
chip_area_mm2 = 0.004519
row_count = 23
core_mm2 = 0.004029
dieHeight_um = 67.23
die_width_um = 67.23

[clock_tree]
cts_hold_buffers = 0
cts_setup_buffers = 0
cts_tree = "yes"
clock_sinks = 38
clkSlewWorstSetupHoldPaths_ps = 90
cts-resized-gates = 0
-- through the flow --
step                      setup WS (ps)  total power, mW
after detailed placement          980.3           0.5728
final                              1118            1.009
after global routing               1027            1.051
after floorplan                    1326           0.5492
after global placement             1003           0.5709
after CTS                          1104            1.019
-- final cells by class --
class                      instances  share of cell area [%]
sequential                        38                   36.54
clock buffer                       7                   4.627
clock inverter                     1                   1.442
tap                               50                   3.005
multi-input combinational        130                   43.57
inverter                           2                  0.3606
timing repair buffer              22                   10.46
-- kinds of logic after synthesis --
kind of cell,synth area share [%]
and+or+nand+nor,24.04
DFF,44.71
AOI/OAI and AO/OA,14.78
muxes,10.51
buffers and inverters,1.986
adders and majority gates,2.941
xor gates and xnor gates,1.030
-- worst min-delay path by stage --
stage,to,slack (ps),cells past startpoint
after CTS,uart_rx_instasnce.dout[0],470,2
after global routing,uart_rx_instasnce.dout[0],490,2
final,uart_rx_instasnce.dout[0],460,2
-- routing by layer --
| metal | global-route usage, % | routed length (µm) | up-vias |
|---|---|---|---|
| met5 | 0 | 0 | - |
| met1 | 24.79 | 1601 | 614 |
| li1 | - | - | 676 |
| met2 | 23.38 | 1317 | 27 |
| met4 | 2.660 | 54 | 0 |
| met3 | 3.082 | 111 | 7 |
-- flip-flops by register name (all words and copies together), names as in the netlist --
signal,cells
uart_tx_instance.state,5
uart_tx_instance.bit_index,3
uart_rx_instasnce.done,1
uart_tx_instance.done,1
uart_rx_instasnce.dout,8
uart_rx_instasnce.count,4
uart_rx_instasnce.state,11
uart_tx_instance.tx,1
uart_tx_instance.count,4
-- power breakdown --
part | internal, mW | switching [mW]
combinational | 0.0333 | 0.0237
clock | 0.285 | 0.162
sequential | 0.496 | 0.00944
total | 0.814 | 0.195
-- worst max-delay path, cell delays in order (launching register included) --
cell and delay (ps):
sky130_fd_sc_hd__dfxtp_1 380, sky130_fd_sc_hd__ha_1 270, sky130_fd_sc_hd__nand2_2 90, sky130_fd_sc_hd__or4b_4 560
sky130_fd_sc_hd__mux2i_4 370, sky130_fd_sc_hd__mux2i_1 240
-- cell usage after synthesis (2+ instances only) --
cell,n,area share [%]
sky130_fd_sc_hd__nand2_1,28,6.2
sky130_fd_sc_hd__a22oi_1,5,2.2
sky130_fd_sc_hd__nand3b_1,3,1.3
sky130_fd_sc_hd__or4_4,2,1.3
sky130_fd_sc_hd__xor2_1,2,1.0
sky130_fd_sc_hd__nor2_1,9,2.0
sky130_fd_sc_hd__or3_1,2,0.74
sky130_fd_sc_hd__mux4_2,2,2.6
sky130_fd_sc_hd__a21oi_1,3,0.88
sky130_fd_sc_hd__o21ai_0,6,1.8
sky130_fd_sc_hd__nor2b_1,8,2.9
sky130_fd_sc_hd__nand3_1,6,1.8
sky130_fd_sc_hd__a21boi_0,11,4.9
sky130_fd_sc_hd__inv_1,2,0.44
sky130_fd_sc_hd__clkbuf_1,7,1.5
sky130_fd_sc_hd__ha_1,4,2.9
sky130_fd_sc_hd__dfxtp_1,38,45
sky130_fd_sc_hd__o31ai_1,4,1.8
sky130_fd_sc_hd__mux2i_1,10,5.9
sky130_fd_sc_hd__and3_1,4,1.5
sky130_fd_sc_hd__nor3_1,3,0.88
Power and IR drop assume default switching activity.
