## design/flow/design.v

```verilog
module fulladder(
  input logic a, b, cin, 
  output logic sum, cout
);
  wire w0, w1, w2;
  xor x0(w0, b, a);
  and a0(w1, b, a);   
  and a1(w2, w0, cin);
  or r0(cout, w2, w1);   
  xor x1(sum, w0, cin);
  initial begin
    $dumpfile("dump.vcd.tmp");
    $dumpvars;
  end
endmodule
module carry_lookahead_adder#(parameter N=4)(
  input logic[N-1:0] A, B,
  input logic CIN,
  output logic[N:0] result
);
logic[N:0] myresult;
logic[N-1:0] myCIN;
logic lastcout;
always_comb begin
  myCIN[0] = CIN;
  myCIN[1] = (A[0]&B[0]) | ((A[0]|B[0])&myCIN[0]);
  myCIN[2] = (A[1]&B[1]) | ((A[1]|B[1])&myCIN[1]);
  myCIN[3] = (A[2]&B[2]) | ((A[2]|B[2])&myCIN[2]);
end
fulladder FA0 (.a(A[0]), .b(B[0]), .cin(myCIN[0]), .sum(myresult[0]));
fulladder FA1 (.a(A[1]), .b(B[1]), .cin(myCIN[1]), .sum(myresult[1]));
fulladder FA2 (.a(A[2]), .b(B[2]), .cin(myCIN[2]), .sum(myresult[2]));
fulladder FA3 (.a(A[3]), .b(B[3]), .cin(myCIN[3]), .sum(myresult[3]), .cout(lastcout));
assign myresult[4] = lastcout;
assign result = myresult;
endmodule: carry_lookahead_adder
```

## design/flow/run.sh

```bash
#!/bin/bash
# OpenROAD 26Q1-2900-gdf79404cd8, Yosys 0.63+post, stock flow scripts
make -C /OpenROAD-flow-scripts/flow DESIGN_CONFIG=/design/flow/config.mk WORK_HOME=/design/flow/orfs finish
```

## design/flow/config.mk

```make
export PLATFORM = sky130hd
export DESIGN_NAME = carry_lookahead_adder
export DESIGN_NICKNAME = carry_lookahead_adder
export VERILOG_FILES = /design/flow/design.v
export SDC_FILE = /design/flow/constraint.sdc
export NUM_CORES = 4
export LEC_CHECK = 1
export CORE_AREA = 10 10 70 70
export DIE_AREA = 0 0 80 80
```

## design/flow/constraint.sdc

```tcl
current_design carry_lookahead_adder

set clk_period 2.2
set clk_io_pct 0.2

create_clock -name clk0 -period $clk_period

set non_clock_inputs [all_inputs -no_clocks]
set_input_delay [expr $clk_period * $clk_io_pct] -clock clk0 $non_clock_inputs
set_output_delay [expr $clk_period * $clk_io_pct] -clock clk0 [all_outputs]
```

==> results.json <==
{
  "status": "finished with violations",
  "violations": "setup timing",
  "layout_min_cycle_time_ns": 2.53,
  "finalSetupTns_ns": -0.532,
  "mux_share_pct": 0,
  "rsz0062_at_grt": "yes",
  "cp_max_fo": 1,
  "fp.coreArea_um2": 3420,
  "finalWeightedCongestion": 0.732,
  "combinationalPowerShare_pct": 100.0,
  "grt_overflow": 0,
  "maxCapViolCount": 0,
  "chipArea_um2": 6400,
  "io_buffers": 14,
  "yosys_warnings": 4,
  "power.switching_uw": 21.9,
  "internal_power_uw": 40.6,
  "num_rows": 21,
  "ys_seq_share_pct": 0,
  "worst_pin_slew_ns": 0.105,
  "critPathArrivalTime_ns": 2.09,
  "p_leak_nw": 0.131,
  "yosysTopAreaCell": "fa_1",
  "syn_to_final_growth_pct": 107,
  "layout-drive-gt1-share_pct": 50.0,
  "slew_viol_final": 0,
  "setup_viol_count_final": 3,
  "seqCellArea_um2": 0,
  "final_cells": 73,
  "initial_core_util_pct": 4.32,
  "via_per_inst": 1.47,
  "io_pins": 14,
  "ys_types": 3,
  "synthCells": 17,
  "layout_setup_ws_ns": -0.332,
  "simple_gate_share_pct": 0,
  "aoi_share_pct": 0,
  "holdPathStages": 3,
  "grt_pass1_vias": 107,
  "yosys_area_um2": 148,
  "seq_cell_count": 0,
  "grt_pass1_wl_um": 600,
  "grt_max_degree": 2,
  "vias": 107,
  "timing.fmax_mhz": 395,
  "swShare_pct": 35.1,
  "min_from": "B[1]",
  "post_drt_wl_per_cell_um": 6.34,
  "critPathKind": "in -> out",
  "area_leaders": "fa_1, buf_4, inv_1",
  "tool_warnings": 35,
  "finalHoldViolCount": 0,
  "antenna_found_initial": 1,
  "post-route-drc-count": 0,
  "final_antenna_net_count": 0,
  "first_iter_violations": 2,
  "cp-end-kind": "output port",
  "seqPwrFrac_pct": 0,
  "netlist.area_leader.share_pct": 54.2,
  "total_power_uw": 62.5,
  "dp.cells": 72,
  "xor_share_pct": 0,
  "wirelength_um": 463,
  "nClkBuffers": 0,
  "start_kind": "input pin",
  "place_ws_ns": -1.10,
  "final_cell_mix": "inv_1, clkdlybuf4s50_1, fa_2",
  "relSlewSlack_pct": 93.0,
  "cellPowerDensity_nw_per_um2": 205,
  "die_x_um": 80,
  "postCtsSetupBuffers": 0,
  "drtPass1Iterations": 3,
  "ys_cells": 17,
  "worst_ir_drop_vdd_mv": 0.0588,
  "adder_share_pct": 54.2,
  "logic_area_um2": 90.1,
  "track_usage_pct": 1.26,
  "fin_crit_sh_pct": 115,
  "crit_path_end": "result[3]",
  "crit_start": "A[0]",
  "power.clock.fraction_pct": 0,
  "logic_family": "adder cells",
  "min_path_type": "in -> out",
  "nFillCells": 408,
  "syn-mean-instance-area_um2": 8.68,
  "required_ns": 1.76,
  "synth_area_um2": 148,
  "dieHeight_um": 80
}
-- power groups by stage --
stage | clock (mW) | sequential (mW) | combinational (mW)
5_1_grt | 0.0000000607 | 0 | 0.0698
6_report | 0.0000000607 | 0 | 0.0625
4_1_cts | 0 | 0 | 0.0569
-- cell usage after synthesis, drive strengths merged --
cell type / count
buf: 5
fa: 4
inv: 8
-- what timing repair did --
item                       in CTS  in global routing
hold buffers                    0                  0
setup endpoints to repair       5                  3
gates resized                  28                  3
pin swaps                       4                  4
-- final cells by class --
class | instances | share of cell area [%]
antenna | 1 | 0.820
inverter | 8 | 9.84
multi-input combinational | 4 | 29.5
tap | 46 | 18.9
timing repair buffer | 14 | 41.0
-- layer usage --
metal	track usage (%)	up-vias	wire (um)
met4	0	0	0
met5	0	-	0
met1	2.42	36	273
met2	0.642	13	74
met3	1.14	0	116
li1	-	58	-
-- worst min path at each step --
stage	slack (ns)	to
CTS	1.52	result[1]
global route	1.55	result[1]
finish	1.53	result[1]
-- cells by family (layout without fill, tap and decap cells) --
family	Yosys count	after routing
adder cells (fa/ha/maj)	4	4
other	0	1
buffers and inverters	13	22
-- worst max-delay path, cell delays in order --
cell and delay (ns):
buf_6 0.09, fa_2 0.38, fa_2 0.34, inv_2 0.06, fa_2 0.19, fa_2 0.43
inv_2 0.06, buf_6 0.08
-- through the flow --
stage,instance area [um^2],hold WS [ns],utilization [%]
after global placement,315,1.94,9.23
final,305,1.53,8.94
after detailed placement,315,1.94,9.23
after floorplan,155,1.13,-
after CTS,290,1.52,8.50
after global routing,305,1.55,8.94
Power is estimated from default activity; no workload was simulated.
