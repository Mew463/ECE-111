### ./design.v
module lfsr
#(parameter N = 4)  
(
  input logic clk, reset_n, load_seed,
  input logic[N-1:0] seed_data,
  output logic lfsr_done,
  output logic[N-1:0] lfsr_data
);
logic[N-1:0] my_lfsr_data;
int count = 0;
always_ff @(posedge clk, negedge reset_n)  
begin
  if (!reset_n) begin
    my_lfsr_data <= {N{1'b0}};
    count <= 0;
  end
  else begin
    if (load_seed) begin
      my_lfsr_data <= seed_data;
      count <= 0;
    end
    else begin
      if (N != 5 && N != 8) 
        my_lfsr_data <= {my_lfsr_data[N-1:0], my_lfsr_data[N-1] ^ my_lfsr_data[N-2]};
      else if (N == 5) 
        my_lfsr_data <= {my_lfsr_data[N-1:0], my_lfsr_data[N-1] ^ my_lfsr_data[N-3]};
      else 
        my_lfsr_data <= {my_lfsr_data[N-1:0], my_lfsr_data[N-1] ^ my_lfsr_data[5] ^  my_lfsr_data[4] ^  my_lfsr_data[3]};
      if (count == (2**N))
        count <= 2;
      else
        count <= count + 1;
    end
  end
end
assign lfsr_done = (count == (2**N)-2);
assign lfsr_data = my_lfsr_data;
initial begin
	$dumpfile("dump.vcd.tmp");
	$dumpvars;
end
endmodule: lfsr
### ./run.sh
#!/bin/bash
# OpenROAD 26Q1-2900-gdf79404cd8, Yosys 0.63+post, stock flow scripts
make -C /OpenROAD-flow-scripts/flow DESIGN_CONFIG=/design/flow/config.mk WORK_HOME=/design/flow/orfs finish
### ./config.mk
export PLATFORM = sky130hd
export DESIGN_NAME = lfsr
export DESIGN_NICKNAME = lfsr
export VERILOG_FILES = /design/flow/design.v
export SDC_FILE = /design/flow/constraint.sdc
export NUM_CORES = 4
export LEC_CHECK = 1
export CORE_AREA = 10 10 107 107
export DIE_AREA = 0 0 117 117
### ./constraint.sdc
current_design lfsr

set clk_period 6.5
set clk_io_pct 0.2

create_clock -name clk0 -period $clk_period [get_ports {clk}]

set non_clock_inputs [all_inputs -no_clocks]
set_input_delay [expr $clk_period * $clk_io_pct] -clock clk0 $non_clock_inputs
set_output_delay [expr $clk_period * $clk_io_pct] -clock clk0 [all_outputs]
==> impl_metrics.toml <==
# generated from flow reports
[timing]
drv_slew = 0
worst_pin_slew_ns = 0.526
rsz0062_at_grt = "no"
period_needed_ns = 3.57
finalHoldViolCount = 0
setup_tns_ns = 0
max_freq_mhz = 280
period_used_pct = 55.0
max_slew_margin_pct = 64.8
fin_worst_skew_ns = 0.0107
setup_viol = 0

[layout]
areaGrowthSynthToFinish_pct = 15.2
post-route-util_pct = 24.1
drive_gt1_share_pct = 8.37

[critical_path]
crit_family = "simple AND/OR/NAND/NOR gates"
crit_path_end_kind = "output pin"
worstPathRequired_ns = 5.20
cpPeakStageDelay_ns = 0.53
worstPathArrival_ns = 2.27
path_depth = 4
timing.rr.end = "count[14]"
worst_path_most_repeated_cell = "nor4_1"
reg2reg_depth = 6
r2r_start = "count[0]"
worst-r2r-setup-slack_ns = 4.27
cp_max_fo = 7
startpoint_type = "register"
critical-path-slowest-cell = "clkdlybuf4s50_1"
crit_chain = "nor4_1 > nand4_1 > nor4_1 > clkdlybuf4s50_1"
crit_buf_inv = 1
crit_type = "register to output pin"

[power]
p_leak_uw = 0.000874
power_density_nw_per_um2 = 188
ir_worst_vdd_mv = 0.117

[drt]
postRouteAntennaNets = 0
drtPass1Iterations = 4
drt_iter0_drc = 117
via_count = 1532
routed_via_density = 4.88
diodes = 0
drt-total-wl_um = 4120
drcViolationCount = 0
wl_per_cell_um = 13.1

[yosys]
top_area_cell = "dfrtp_1"
yosys-stat-area_um2 = 1920
ys_ff = 36
yosysWarnings = 3
edf_count = 0
synthArstFlopShare_pct = 100
avgSynthCellArea_um2 = 9.92
postSynthCellCount = 194
ys_seq_share_pct = 46.8
syn-cell-area_um2 = 1920
area_leaders = "dfrtp_1 47%, xor2_1 4.6%, o31ai_1 4.3%, or4_1 4.3%, a21oi_1 4.2%"
yosysCellCount = 194
synth_cell_types = 31
top_area_share_pct = 46.8
synth_top_cell_by_count = "dfrtp_1"
flop_cell = "dfrtp_1"
ys_top_cells_by_count = "36 x dfrtp_1, 16 x a21oi_1, 13 x nor2_1, 11 x o31ai_1, 11 x or4_1"

[floorplanning]
die_y_um = 117
fp.coreArea_um2 = 9200
row_count = 35
die_w_um = 117
pin_count = 12
dieArea_um2 = 13700
initCoreUtil_pct = 20.9

[outcome]
status = "completed"

[clocking]
cts-root-buf = "clkbuf_8"
htreeDepth = 2
clkSinkCount = 36
numCtsBuffers = 5
clkLatencyLatePin_ns = 0.29
cts_setup_buffers = 0
clockBufferDepth = 2
cts_hold_buf = 0
path_clk_slew_ns = 0.08
tritoncts = "built"
cts_resized = 0

[grt]
grt_util_all_layers_pct = 6.16
first_global_vias = 1480
grt_antenna_before_repair = 0
grt_max_degree = 37
grt_pass1_wl_um = 7020
overflow = 0

[placed_design]
dp_hpwl_um = 2710
port_buffers = 11
gp_congestion = 0.832

[worst_hold_path]
min_from = "count[0]"
hp-class = "register to register"
hold-path-cell-count = 1
whs_endpoint = "count[0]"

[run]
tool_warnings = 27
drv_cap = 0
[worst max path at each step]
stage | start | end | slack [ns]
finish | count[20] | lfsr_done | 2.93
global route | count[20] | lfsr_done | 2.71
CTS | count[20] | lfsr_done | 2.92
[metal layers]
metal	track usage, %	share of wire [%]	vias to the layer above
li1	-	-	745
met1	8.76	49	754
met2	9.56	45	31
met3	1.60	5.8	2
met4	0.741	0.56	0
met5	0	0	-
[power by group]
group | switching (µW) | internal [µW]
combinational | 12.2 | 14.0
clock | 83.8 | 74.7
sequential | 3.70 | 228
[cell families after synthesis]
group | Yosys count | share of synthesized area (%)
simple gates | 84 | 26.5
compound gates | 37 | 12.2
flops | 36 | 46.8
buf+inv | 17 | 4.36
xor+xnor | 14 | 6.37
mux | 3 | 1.76
fa+ha+maj | 3 | 1.95
[per-stage QoR]
| step | hold WS (ns) | total power, µW | cell area (µm²) | std cells | setup slack (ns) |
|---|---|---|---|---|---|
| global route | 0.534 | 435 | 2220 | 314 | 2.71 |
| finish | 0.500 | 417 | 2220 | 314 | 2.93 |
| floorplan | 0.456 | 246 | 1920 | 194 | 4.14 |
| global placement | 0.494 | 263 | 2130 | 306 | 3.25 |
| CTS | 0.503 | 424 | 2220 | 314 | 2.92 |
| detailed placement | 0.492 | 264 | 2130 | 306 | 3.27 |
[cell usage in the layout, fill, tap and decap left out]
master / Yosys / layout
o21a_1: 1 / 1
or4bb_1: 1 / 1
buf_4: 3 / 2
ha_1: 3 / 3
o41ai_4: 0 / 1
dfrtp_1: 36 / 36
nand2_1: 10 / 10
xnor2_1: 4 / 4
buf_2: 7 / 1
or3_1: 6 / 6
nand4_1: 9 / 9
xor2_1: 10 / 10
nor3b_1: 1 / 1
o21ba_1: 1 / 1
nand3_1: 10 / 10
clkbuf_8: 0 / 5
and4_1: 6 / 6
clkdlybuf4s50_1: 0 / 10
nand4b_1: 2 / 2
nand2_2: 1 / 1
a21oi_1: 16 / 16
a41oi_1: 1 / 1
nor4_1: 8 / 8
clkinv_2: 0 / 2
or4_1: 11 / 11
and3_1: 4 / 4
clkinv_4: 0 / 1
nor2_1: 13 / 13
nor2b_1: 1 / 1
inv_1: 5 / 5
o31ai_1: 11 / 11
nand4_4: 1 / 1
mux2_2: 3 / 3
o21ai_0: 6 / 6
[sequential cells by signal, indices dropped and copies added (netlist names)]
register and flops:
count 32, my_lfsr_data 4
[final cells by class]
cell class / count / area [µm²]
fillers: 985 / 6980
multi-input cells: 141 / 951
flip-flops and latches: 36 / 901
well taps: 111 / 139
repair buffers: 13 / 120
clock buffers: 5 / 68.8
clock inverters: 3 / 18.8
inverters: 5 / 18.8
Power and IR drop assume default switching activity.
